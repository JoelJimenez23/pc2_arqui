<file path="design/flow/run.sh">
#!/bin/bash
# OpenROAD 26Q1-2900-gdf79404cd8, Yosys 0.63+post, stock flow scripts
make -C /OpenROAD-flow-scripts/flow DESIGN_CONFIG=/design/flow/config.mk WORK_HOME=/design/flow/orfs finish
</file>
<file path="design/flow/config.mk">
export PLATFORM = sky130hd
export DESIGN_NAME = rotate
export DESIGN_NICKNAME = rotate
export VERILOG_FILES = /design/flow/design.v
export SDC_FILE = /design/flow/constraint.sdc
export NUM_CORES = 4
export LEC_CHECK = 1
export CORE_UTILIZATION = 50
</file>
<file path="design/flow/constraint.sdc">
current_design rotate

set clk_period 3.2
set clk_io_pct 0.2

create_clock -name clk0 -period $clk_period

set non_clock_inputs [all_inputs -no_clocks]
set_input_delay [expr $clk_period * $clk_io_pct] -clock clk0 $non_clock_inputs
set_output_delay [expr $clk_period * $clk_io_pct] -clock clk0 [all_outputs]
</file>
<file path="design/flow/design.v">
module rotate(ExtImm,rot,ExtImm_rot);
	input wire [31:0] ExtImm;
	input wire [3:0] rot;
	output wire [31:0] ExtImm_rot;
	assign ExtImm_rot = (ExtImm >> rot) | (ExtImm << (32 - rot));
endmodule
</file>
==> writeup.txt <==
With the number of cell rows at 26, the synthesis warning total is 0. Share of synthesized area occupied by flip-flops and latches: 0%. Yosys stat counts 323 cells in the synthesized netlist. The share of the core area taken by cells at floorplan is 52.7%.

The run stopped with a tool error. The tool reported: "[ERROR DPL-0036] Detailed placement failed". After the last repair the worst path ends at an output port.

The pin count of the biggest net entering global routing is 31, and the cell area after placement is 4050 sq um. In this run the horizontal extent of the chip is 75.8 um. The die is 75.8 um tall. When the global-route repair_timing finished, the worst setup path ended at ExtImm_rot[20]. Final estimated routing congestion in global placement: 0.977. During placement, the flow inserted port buffers numbering 68. The run gives 56 as the number of library cell types mapped by synthesis.

The post-synthesis cell count is 323, and the placed wire-length estimate is 8310 um. The run gives -0.935 ns as the post-placement setup slack. According to the logs, the last stage reached was global routing (5_1_grt). For this design, the CTS-stage hold fixing added 0 buffers. For this run, the chip area from Yosys synthesis comes to 2730 sq um. In this run the mean area of a mapped cell was 8.44 sq um. The tools report the total placed cells including tap cells as 527. The logs give 2730 sq um for the cell area after synthesis and 68 for the number of placed I/O pins.
cell usage after synthesis (all sizes together):
| library cell | count | area, sq um |
|---|---|---|
| mux2i | 61 | 611 |
| nand2 | 43 | 161 |
| mux4 | 26 | 612 |
| buf | 25 | 179 |
| mux2 | 19 | 218 |
| nor2 | 17 | 71.3 |
| o21ai | 17 | 85.1 |
| o221ai | 13 | 114 |
| a211oi | 11 | 87.6 |
| a21oi | 10 | 50.1 |
| clkbuf | 7 | 26.3 |
| inv | 6 | 22.5 |
| a31oi | 5 | 31.3 |
| nor3 | 5 | 30.0 |
| o211ai | 5 | 37.5 |
| o21a | 5 | 37.5 |
| a32oi | 4 | 35.0 |
| nand2b | 4 | 25.0 |
| nand3 | 4 | 20.0 |
| or2 | 4 | 25.0 |
| and2 | 3 | 18.8 |
| o22ai | 3 | 18.8 |
| a21boi | 2 | 15.0 |
| and3 | 2 | 12.5 |
| nor4 | 2 | 12.5 |
| o311ai | 2 | 17.5 |
| or3 | 2 | 12.5 |
| xnor2 | 2 | 17.5 |
| a211o | 1 | 8.76 |
| a21o | 1 | 7.51 |
| a221o | 1 | 10.0 |
| a221oi | 1 | 8.76 |
| a22oi | 1 | 7.51 |
| a311oi | 1 | 8.76 |
| a31o | 1 | 8.76 |
| ha | 1 | 12.5 |
| nand3b | 1 | 7.51 |
| nor3b | 1 | 7.51 |
| o31a | 1 | 8.76 |
| o32ai | 1 | 8.76 |
| or4 | 1 | 7.51 |
| xor2 | 1 | 8.76 |
through the flow:
stage                     utilization (%)  hold WS, ns
after global placement               78.4         2.28
after CTS                            90.8         2.02
after detailed placement             78.4         2.29
after floorplan                         -         1.41
cell families after synthesis:
| group | Yosys count | synth area share (%) |
|---|---|---|
| and+or+nand+nor | 89 | 15.1 |
| buffers and inverters | 38 | 8.36 |
| adders and majority gates | 1 | 0.459 |
| muxes | 106 | 52.8 |
| AOI/OAI and AO/OA | 86 | 22.3 |
| xor gates and xnor gates | 3 | 0.964 |
timing repair:
item / CTS
gates resized: 145
pin swaps: 24
gates cloned: 3
buffers inserted: 27
endpoints found under the setup margin: 32
