### ./config.mk
export PLATFORM = sky130hd
export DESIGN_NAME = mainfsm
export DESIGN_NICKNAME = mainfsm
export VERILOG_FILES = /design/flow/design.v
export SDC_FILE = /design/flow/constraint.sdc
export NUM_CORES = 4
export LEC_CHECK = 1
export CORE_AREA = 10 10 70 70
export DIE_AREA = 0 0 80 80
### ./constraint.sdc
current_design mainfsm

set clk_period 1.4
set clk_io_pct 0.2

create_clock -name clk0 -period $clk_period [get_ports {clk}]

set non_clock_inputs [all_inputs -no_clocks]
set_input_delay [expr $clk_period * $clk_io_pct] -clock clk0 $non_clock_inputs
set_output_delay [expr $clk_period * $clk_io_pct] -clock clk0 [all_outputs]
### ./design.v
module mainfsm (
	clk,
	reset,
	Op,
	Funct,
	IRWrite,
	AdrSrc,
	ALUSrcA,
	ALUSrcB,
	ResultSrc,
	NextPC,
	RegW,
	MemW,
	Branch,
	ALUOp,
	shift_op,
	div_op,
	mla_op,
	Instr_7_4,
	Rd
);
	input wire clk;
	input wire reset;
	input wire [1:0] Op;
	input wire [5:0] Funct;
	output wire IRWrite;
	output wire AdrSrc;
	output wire ALUSrcA;
	output wire [1:0] ALUSrcB;
	output wire [1:0] ResultSrc;
	output wire NextPC;
	output wire RegW;
	output wire MemW;
	output wire Branch;
	output wire ALUOp;
	output wire shift_op;
	output wire div_op;
	output wire mla_op;
	input wire [3:0] Instr_7_4;
	input wire [3:0] Rd;
	reg div_op_aux;
	reg mla_op_aux;
	reg shift_op_aux;
	reg [4:0] state;
	reg [4:0] nextstate;
	reg [11:0] controls;
	localparam [4:0] FETCH =   4'b0000;
	localparam [4:0] DECODE =  4'b0001;
	localparam [4:0] MEMADR =  4'b0010;
	localparam [4:0] MEMREAD = 4'b0011;
	localparam [4:0] MEMWB =   4'b0100;
	localparam [4:0] MEMWRITE= 4'b0101;
	localparam [4:0] EXECUTER= 4'b0110;
	localparam [4:0] EXECUTEI= 4'b0111;
	localparam [4:0] ALUWB =   4'b1000;
	localparam [4:0] BRANCH =  4'b1001;
	always @(posedge clk or posedge reset)
		if (reset)
			state <= FETCH;
		else
			state <= nextstate;
	always @(*)
		casex (state)
			FETCH: nextstate = DECODE;
			DECODE:
				case (Op)
					2'b00:
						if (Funct[5])
							nextstate = EXECUTEI;
						else
							nextstate = EXECUTER;
					2'b01: begin
						if (Funct[5:2] == 4'b1100 && Funct[0] == 1'b1 && Rd == 4'b1111 && Instr_7_4 == 4'b0001)
							nextstate = EXECUTER;
						else
							nextstate = MEMADR;
					end
					2'b10: nextstate = BRANCH;
					default: nextstate = FETCH;
				endcase
			EXECUTER: nextstate = ALUWB;
			EXECUTEI: nextstate = ALUWB;
			MEMADR: if (Funct[0]) nextstate = MEMREAD;
							else nextstate = MEMWRITE;
			MEMREAD: nextstate = MEMWB;
			MEMWB: nextstate = FETCH;
			MEMWRITE: nextstate = FETCH;
			ALUWB: nextstate = FETCH;
			BRANCH: nextstate = FETCH;
			default: nextstate = FETCH;
		endcase
	always @(*)
		case (state)
			FETCH: controls = 12'b100010101100;
			DECODE: controls=    12'b000000101100;
			EXECUTER: controls = 12'b000000000001;
			EXECUTEI: controls = 12'b000000000011;
			ALUWB: controls =    12'b000100000000;
			MEMADR: controls = 12'b000000000010;
			MEMWRITE: controls =  12'b001001000000;
			MEMREAD: controls = 12'b000001000000;
			MEMWB: controls = 12'b000100010000;
			BRANCH: controls = 12'b010000100010;
			default: controls = 12'bxxxxxxxxxxxx;
		endcase
	assign {NextPC, Branch, MemW, RegW, IRWrite, AdrSrc, ResultSrc, ALUSrcA, ALUSrcB, ALUOp} = controls;
	always @(*) begin
		mla_op_aux = 0;
		div_op_aux = 0;
		shift_op_aux = 0;
		casex (Op)
			2'b00: begin
				if ((state == EXECUTER || state == EXECUTEI )&& Funct[4:1] == 4'b1101) 
					shift_op_aux = 1;
				if (Instr_7_4 == 4'b1001) begin
					mla_op_aux = 1;
				end
			end
			2'b01: begin
				if (state == EXECUTER && Funct[5:2] == 4'b1100 && Funct[0] == 1'b1 && Rd == 4'b1111 && Instr_7_4 == 4'b0001) begin
					div_op_aux = 1;
				end
			end
			default: begin
				mla_op_aux = 0;
				div_op_aux = 0;
				shift_op_aux = 0;
			end
		endcase
	end
	assign mla_op = mla_op_aux;
	assign div_op = div_op_aux;
	assign shift_op = shift_op_aux;
endmodule
### ./run.sh
#!/bin/bash
# OpenROAD 26Q1-2900-gdf79404cd8, Yosys 0.63+post, stock flow scripts
make -C /OpenROAD-flow-scripts/flow DESIGN_CONFIG=/design/flow/config.mk WORK_HOME=/design/flow/orfs finish
==> flow_metrics.env <==
# physical design summary
export IMPL_worst_pin_slew_ns=0.2379
export IMPL_drv_cap=0
export IMPL_warning_count=27
export IMPL_track_usage_pct=6.631
export IMPL_critPathMaxFanout=3
export IMPL_mostFrequentLayoutCells="buf_6, buf_4, buf_2, dlygate4sd2_1, inv_1"
export IMPL_synth_warnings=1
export IMPL_nFillCells=306
export IMPL_syn_to_final_growth_pct=205.6
export IMPL_fin_util_pct=37.95
export IMPL_grt_overflow=0
export IMPL_maxSlewHeadroom_pct=83.91
export IMPL_area_leaders="dfrtp_1, inv_1, a21oi_1"
export IMPL_ys_ff=4
export IMPL_synth_distinct_cells=31
export IMPL_failed_checks="setup timing"
export IMPL_crit_path_start_kind="flop"
export IMPL_syn_inst=54
export IMPL_power_density_mw_per_mm2=1760
export IMPL_final_hold_violation_count=0
export IMPL_antenna_cells=0
export IMPL_antenna_found_initial=0
export IMPL_crit_arrival_ns=1.43
export IMPL_vias=663
export IMPL_grt_pass1_vias=743
export IMPL_crit_type="reg2out"
export IMPL_setup_ws_ns=-0.3119
export IMPL_cts_max_path_buffers=2
export IMPL_layout_top_cell="buf_6"
export IMPL_leakage_nw=0.6232
export IMPL_grt_setup_unrepaired="yes"
export IMPL_cts_root_buf="clkbuf_4"
export IMPL_period_minus_slack_ns=1.712
export IMPL_cts_tree="yes"
export IMPL_ys_area_um2=424.2
export IMPL_cts_hold_buffers=0
export IMPL_critPathCaptureType="primary output"
export IMPL_setup_violations=15
export IMPL_firstDrtPassIters=4
export IMPL_core_area_mm2=0.003416
export IMPL_numCtsBuffers=3
export IMPL_dpl_cell_count=144
export IMPL_synth_cell_area_um2=424.2
export IMPL_clkLatencyLatePin_ns=0.23
export IMPL_run_status="finished with violations"
export IMPL_fin_cells=169
export IMPL_peakVddDrop_uv=608.4
export IMPL_drt_vias_per_instance=3.923
export IMPL_crit_required_ns=1.12
export IMPL_synth_seq_share_pct=23.60
export IMPL_reg_top3="state: 4 flops"
export IMPL_regMostFlops="state"
export IMPL_die_area_mm2=0.006400
export IMPL_synth_top_area_share_pct=23.60
export IMPL_fp_util_pct=12.42
export IMPL_wl_per_cell_um=13.12
export IMPL_largest_reg_flops=4
export IMPL_wl_um=2217
export IMPL_dpl_hpwl_um=1452
export IMPL_htree_levels=1
export IMPL_finalCritPeriodShare_pct=122.3
export IMPL_gp_congestion=0.7651
export IMPL_clk_pin_slew_ns=0.04
export IMPL_yosys_stat_cells=54
export IMPL_slew_violations=0
export IMPL_finClkSkew_ns=0.0007444
export IMPL_cts_sinks=4
export IMPL_drtIter0Drc=18
export IMPL_fp_dieH_um=80
export IMPL_pin_count=33
export IMPL_drc=0
export IMPL_fp_row_count=21
export IMPL_drive_gt1_share_pct=69.92
export IMPL_numPortBuffers=32
export IMPL_top_area_cell="dfrtp_1"
export IMPL_grt_pass1_wl_um=3525
export IMPL_ant_nets=0
export IMPL_clock_fmax_mhz=584.2
export IMPL_die_x_um=80
export IMPL_syn_area_per_cell_um2=7.855
export IMPL_grt_max_degree=8
export IMPL_hp_class="in2async"
[layer usage]
metal	wire length (µm)	track usage, %	vias to the layer above
met5	0	0	-
met1	939	7.672	314
met4	0	0.7042	0
met2	1158	12.12	14
met3	119	1.818	0
li1	-	-	335
[stage by stage]
| stage | TNS, ns | worst slack (ns) | area, µm² | hold WS, ns | total power [W] |
|---|---|---|---|---|---|
| CTS | -2.595 | -0.3255 | 1215 | 0.2294 | 0.002068 |
| global placement | -5.332 | -0.7914 | 898.4 | 0.5003 | 0.001276 |
| floorplan | 0 | 0.08787 | 424.2 | 0.04608 | 0.0006768 |
| finish | -2.490 | -0.3119 | 1296 | 0.2369 | 0.002281 |
| detailed placement | -5.433 | -0.8382 | 898.4 | 0.4842 | 0.001285 |
| global route | -3.450 | -0.3740 | 1296 | 0.2577 | 0.002445 |
[critical path: stages, from the launching register on]
cell,delay [ns]
dfrtp_1,0.41
or3_4,0.42
buf_4,0.15
inv_2,0.03
dlygate4sd2_1,0.19
[path summary, 6_finish.rpt]
path / start / end / slack (ns) / cells past startpoint
max: state[3] / ALUOp / -0.31 / 4
min: reset / state[1] / 0.24 / 2
max reg2reg: state[1] / state[3] / -0.13 / 5
min reg2reg: state[2] / state[1] / 0.73 / 3
max in group asynchronous: reset / state[0] / 1.00 / 2
min in group clk0: Op[0] / state[3] / 0.53 / 3
[area by class of cell]
type,count,area [µm²],share of cell area (%)
multi-input combinational,36,450.4,34.75
tap,46,57.56,4.440
clock buffer,3,22.52,1.737
sequential,4,101.3,7.819
inverter,8,30.03,2.317
timing repair buffer,72,634.4,48.94
[synth_stat cells, drive strengths merged]
master	instances
nor3	3
xnor2	1
a21oi	4
o211ai	1
nand3	1
nor2	2
clkbuf	1
buf	5
o21ai	1
nand2b	3
a31oi	1
dfrtp	4
o22a	1
nor4bb	2
and3	2
nor3b	2
nand2	2
nand4	1
a2111oi	1
or4b	1
nor4b	1
nor4	4
inv	8
or3	1
a211oi	1
[logic make-up after synthesis]
| kind of cell | synth area share (%) |
|---|---|
| simple gates | 41.59 |
| flops | 23.60 |
| buf+inv | 16.22 |
| xor+xnor | 2.065 |
| compound gates | 16.52 |
[what timing repair did]
item                                    CTS  global route
endpoints found under the hold margin     0             0
pin swaps                                19            14
gates cloned                              1             0
setup buffers                            26             4
endpoints found under the setup margin   18            17
resized                                 115            17
[power breakdown]
part           total [W]  leakage, nW  switching [W]  internal, W
registers       0.000212       0.0508      0.0000433     0.000169
logic            0.00193        0.559       0.000735      0.00120
clock network   0.000137       0.0138      0.0000419    0.0000955
Power figures rest on the tool's default switching activity, not on a simulated workload.
